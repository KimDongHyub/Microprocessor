==> design.v <==
module ovclock(input Clk_100M, output reg slow_clk);
reg [26:0]counter=0;
always @(posedge Clk_100M) begin
counter <= (counter>=249999)?0:counter+1; 
slow_clk <= (counter < 125000)?1'b0:1'b1;
end  
endmodule
==> run.sh <==
#!/bin/bash
# OpenROAD 26Q1-2900-gdf79404cd8, Yosys 0.63+post, stock flow scripts
make -C /OpenROAD-flow-scripts/flow DESIGN_CONFIG=/design/flow/config.mk WORK_HOME=/design/flow/orfs finish
==> config.mk <==
export PLATFORM = sky130hd
export DESIGN_NAME = ovclock
export DESIGN_NICKNAME = ovclock
export VERILOG_FILES = /design/flow/design.v
export SDC_FILE = /design/flow/constraint.sdc
export NUM_CORES = 4
export LEC_CHECK = 1
export CORE_AREA = 10 10 86 86
export DIE_AREA = 0 0 96 96
==> constraint.sdc <==
current_design ovclock

set clk_period 3.9
set clk_io_pct 0.2

create_clock -name clk0 -period $clk_period [get_ports {Clk_100M}]

set non_clock_inputs [all_inputs -no_clocks]
set_input_delay [expr $clk_period * $clk_io_pct] -clock clk0 $non_clock_inputs
set_output_delay [expr $clk_period * $clk_io_pct] -clock clk0 [all_outputs]
==> results.toml <==
# generated from flow reports
[run_status]
outcome = "finished, final reports clean"

[yosys]
yosys_area_um2 = 1200
ys_warn_count = 1
flop_cell = "dfxtp_1"
synthCells = 120
synth_seq_share = 0.468
ys_ff = 28
edf_count = 0
yosysCellCount = 120
ys_types = 36
syn_area_um2 = 1200
synthArstFlopShare = 0
syn_avg_cell_area_um2 = 9.98

[power_and_ir_drop]
ir_drop_mv = 0.174
power_mw = 0.516
leakage_nw = 0.426
power_density_nw_per_um2 = 389

[worst_setup_path]
worst-path-buf-inv = 0
start_kind = "flip-flop"
path_cells = "ha_1 > nand3_1 > or4_1 > or3_1 > a211oi_1"
crit_fanout = 5
slowest_delay_ns = 0.58
cp_data_arrival_time_ns = 2.15
crit_type = "flip-flop to flip-flop"
crit_family = "simple AND/OR/NAND/NOR gates"
worstPathRequired_ns = 4.09
endpoint_kind = "flip-flop"
slowest_stage = "or4_1"
rrSetupSlack_ns = 1.94

[drt]
first_pass_iters = 4
wl_um = 1820
ant_nets = 0
drc = 0
detail_route.iter0.violations = 36
via_per_inst = 4.13
num_vias = 813
wl_per_cell_um = 9.23
num_antenna_cells = 0

[flow_run]
warning_count = 25
max_cap_viol_count = 0

[clocking]
clockRootBuffer = "clkbuf_8"
cts_resized = 0
tritoncts = "done"
worstSkewPairLatency_ns = 0.27
clk_pin_slew_ns = 0.09
clock-sinks = 28
cts-buffers-inserted = 3
cts_setup_buffers = 0
clk_path_buf_depth = 2
cts_htree_levels = 1
cts_hold_buf = 0

[grt]
grt_max_degree = 19
track_usage = 0.0421
overflow = 0
first_global_vias = 756
grt_pass1_wl_um = 3290
antenna_found_initial = 0

[final_timing]
rsz0062_at_grt = "false"
period_used_share = 0.502
max_freq_ghz = 0.510
worst_pin_slew_ns = 0.717
relSlewSlack = 0.522
slew_violations = 0
hold_violations = 0
setup_tns_ns = 0
setup_ws_ns = 1.94
worst_hold_slack_ns = 0.517
setup_viol = 0
min_period_ns = 1.96
clock_skew_ns = 0.00709

[placed_design]
gp_congestion = 0.840
preCtsSetupSlack_ns = 1.94
dpl_cell_area_um2 = 1250
port_buffers = 1
hpwl_um = 1250

[floorplan]
io_pins = 2
fp.dieW_um = 96
initial_utilization = 0.216
rows = 27
die_area_um2 = 9220
chipHeight_um = 96
core_area_um2 = 5540

[final_layout]
drive_gt1_frac = 0.0800
fillers = 616
areaGrowthSynthToFinish_pct = 10.7
fin_area_um2 = 1330

[worst_hold_path]
hold_class = "flip-flop to flip-flop"
## layer usage
metal / vias up / routed length (µm) / GRT usage
met5: - / 0 / 0
met4: 0 / 24 / 0.00983
met3: 2 / 51 / 0.00865
met2: 9 / 805 / 0.0633
met1: 365 / 938 / 0.0608
li1: 437 / - / -
## synth_stat cells, types with 2 or more instances
master    instances  share of area
a211oi_1          3          0.019
a21oi_1           2         0.0084
and4_1            2          0.015
and4_2            2          0.017
clkbuf_8          2          0.023
dfxtp_1          28           0.47
inv_1             2         0.0063
nand2_1           3         0.0094
nand3_1           8          0.033
nand4_1           3          0.016
nor2_1            2         0.0063
nor2b_1           2          0.010
nor3_1           17          0.071
nor4_1            3          0.016
o21ai_0           4          0.017
or3_1             5          0.026
or4_1             2          0.013
xnor2_1           6          0.044
xor2_1            7          0.051
## power breakdown
part	total [mW]	switching, mW	leakage (nW)	internal (mW)
registers	0.292	0.00112	0.229	0.291
clock network	0.222	0.0852	0.0357	0.137
logic	0.00169	0.00121	0.161	0.000479
## through the flow
stage,util,std cells
after floorplan,-,128
after global placement,0.226,193
final,0.239,197
after CTS,0.239,197
after global routing,0.239,197
after detailed placement,0.226,193
## worst paths after layout
kind | start | end | depth (start not counted)
max | counter[0]$_SDFF_PP0_ | counter[16]$_SDFF_PP0_ | 5
min | counter[17]$_SDFF_PP0_ | slow_clk$_DFF_P_ | 1
max reg2reg | counter[0]$_SDFF_PP0_ | counter[16]$_SDFF_PP0_ | 5
min reg2reg | counter[17]$_SDFF_PP0_ | slow_clk$_DFF_P_ | 1
## cells in the final DEF (no fill, tap or decap), types with 2 or more instances in the layout
cell type	synthesis	routed
and4_1	2	2
a211oi_1	3	3
dfxtp_1	28	28
or3_1	5	5
nor3_1	17	17
nor4_1	3	3
clkbuf_8	2	3
a21oi_1	2	2
xnor2_1	6	6
nand2_1	3	3
nand4_1	3	3
and4_2	2	2
inv_1	2	2
nor2_1	2	2
conb_1	1	9
or4_1	2	2
nor2b_1	2	2
nand3_1	8	8
o21ai_0	4	4
xor2_1	7	7
## cell families (layout without fill, tap and decap cells)
| family | count (synthesis) | count (layout) | share of synthesized area |
|---|---|---|---|
| compound gates | 11 | 11 | 0.0596 |
| other cells | 1 | 9 | 0.00313 |
| xor+xnor | 13 | 13 | 0.0951 |
| buf+inv | 10 | 7 | 0.0679 |
| fa+ha+maj | 1 | 1 | 0.0104 |
| flops | 28 | 28 | 0.468 |
| simple gates | 56 | 56 | 0.296 |
## registers in the layout (all words and copies together), names as in the netlist
| register | count |
|---|---|
| slow_clk | 1 |
| counter | 27 |
## cell type report
| class | instances | area, µm² | share of cell area |
|---|---|---|---|
| clock inverter | 1 | 30.0 | 0.0227 |
| sequential | 28 | 561 | 0.423 |
| tap | 72 | 90.1 | 0.0680 |
| clock buffer | 3 | 41.3 | 0.0312 |
| inverter | 2 | 7.51 | 0.00567 |
| multi-input combinational | 90 | 586 | 0.442 |
| timing repair buffer | 1 | 10.0 | 0.00755 |
Power and IR drop assume default switching activity.
