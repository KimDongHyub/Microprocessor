### flow/config.mk
export PLATFORM = sky130hd
export DESIGN_NAME = debounce
export DESIGN_NICKNAME = debounce
export VERILOG_FILES = /design/flow/design.v
export SDC_FILE = /design/flow/constraint.sdc
export NUM_CORES = 4
export LEC_CHECK = 1
export CORE_AREA = 10 10 106 106
export DIE_AREA = 0 0 116 116
### flow/constraint.sdc
current_design debounce

set clk_period 2.0
set clk_io_pct 0.2

create_clock -name clk0 -period $clk_period [get_ports {clk}]

set non_clock_inputs [all_inputs -no_clocks]
set_input_delay [expr $clk_period * $clk_io_pct] -clock clk0 $non_clock_inputs
set_output_delay [expr $clk_period * $clk_io_pct] -clock clk0 [all_outputs]
### flow/design.v
module clock_div(input Clk_100M, output reg slow_clk);
reg [26:0]counter=0;
always @(posedge Clk_100M) begin
counter <= (counter>=9999)?0:counter+1; 
slow_clk <= (counter < 5000)?1'b0:1'b1;
end  
endmodule
module debounce(input pb_1,clk,output pb_out); 
wire slow_clk;
wire Q1,Q2,Q2_bar;
clock_div u1(clk,slow_clk);  
my_dff d1(slow_clk, pb_1,Q1 ); 
my_dff d2(slow_clk, Q1,Q2 ); 
assign Q2_bar = ~Q2;
assign pb_out = Q1 & Q2_bar; 
endmodule
module my_dff(input DFF_CLOCK, D, output reg Q);
always @ (posedge DFF_CLOCK) begin Q <= D;
end  
endmodule
### flow/run.sh
#!/bin/bash
# OpenROAD 26Q1-2900-gdf79404cd8, Yosys 0.63+post, stock flow scripts
make -C /OpenROAD-flow-scripts/flow DESIGN_CONFIG=/design/flow/config.mk WORK_HOME=/design/flow/orfs finish
==> run notes <==
yosys + openroad results -> outcome=finished, final reports clean, worst hold slack=478 ps, Int Pwr=842 uW, clock input transition at the sequential cells of the worst setup and hold paths=roughly 90 ps, die width=116 um, WL final=1400 um, power per unit of standard cell area=810 mW/mm^2, Fmax=593 MHz, count of routing violations after the opening detailed-route iteration=18, worst setup path class=flop to flop, Port-buffer cells=2, DRT antenna net count=0, worst min-delay path class=flop to flop, count of library flops with an enable pin=0, portion of synthesized cell area occupied by the leading cell type=approximately three fifths, number of buffers added to fix hold violations after cts=0, endpoints left unconstrained=3, type of element launching the critical path=flop, total count of hold-check failures in the final report=0, drt pass-1 iters=2, post-detailed-route wirelength per cell=6.26 um, Syn Area/Cell=10.2 um^2, Synthesis Warnings=2, global-route wire length before repair=2580 um, Placement Rows=34, total number of vias=630, most frequently used flop master after synthesis=dfxtp_1, HPWL after DPL=962 um, Fillers=980, part of the power in combinational logic=0.6%, most numerous cell types in the synthesized netlist=dfxtp_1 (30), nor2_1 (19), xnor2_1 (11), unrepaired setup endpoints after global routing=no, number of cells traversed by the worst register-to-register path=5, CP arrival=1830 ps, initial antenna violation count=0, share of synthesized area occupied by flip-flops and latches=60.8%, yosys stat chip area=approximately 990 um^2, Layout Skew=2.30 ps, maximum number of pins on one net before global-route repair=17, dominant cell type by area after synthesis=dfxtp_1, global-route usage over all layers=2.21%, grt ovf=0, share of synthesized registers carrying an async set or reset=0%, Static Leakage=0.000403 uW, Max Cap Violations=0, highest fanout seen on the critical path=14, fin area=0.00125 mm^2, Syn Std Cell Area=987 um^2, Max Root-Sink Buffers=2, cts repair resizes=0, GP Congestion=0.809, Tool Warnings=25, count of H-tree levels built during CTS=1, max-slew violation count=0, share of post-route cells with drive strength above 1=4.35%, ys cells=about 97, element type at the critical path end=flop, number of vias per cell after detailed routing=2.83, CTS Root Cell=clkbuf_8, most common cell in the synthesized netlist=dfxtp_1, Residual DRC=0, switching power of the nets=175 uW, headroom to the max-slew limit=a little under two thirds, worst hold path depth=1, Mapped Cells=just under 100, largest vdd supply drop=between 0.2 and 0.25 mV, area post-placement=approximately 0.0012 mm^2, vias in the first global route=605, total negative slack=0 ps, core box area=0.00885 mm^2, Clk pwr share=about 43%, register pins left without a clock=2, Req. time, crit path=2150 ps, transition time of the tightest slew-check pin=542 ps, post-layout period usage=84.3%, top area cells in the synthesized netlist=dfxtp_1 (61%), xnor2_1 (9.8%), nor2_1 (7.2%), final tally of setup violations=0, number of storage elements in the synthesis netlist=30, Late-Pin Clk Latency=270 ps, initial cell density of the core=11.2%, sequential cell fraction of total power=56.5%, Netlist cell types=19, die y size=between 100 and 150 um, layout overhead on the synthesized area=27.1%, full die area=0.0135 mm^2, clock tree from TritonCTS=yes, post-route minimum period=1690 ps, Diodes inserted=0, cts bufs inserted=3, Sw Ratio=between 10% and 20%, I/O pin total=3, # Post-CTS Setup Buffers=0
final timing paths:
path / from / end / slack [ps]
worst max register to register: u1.counter[0] / u1.counter[8] / 310
worst max-delay path: u1.counter[0] / u1.counter[8] / 310
worst min register to register: u1.counter[0] / u1.counter[0] / 480
worst min-delay path: u1.counter[0] / u1.counter[0] / 480
cell families (layout without fill, tap and decap cells):
group	count (synthesis)	after routing	synth area share, %
AND/OR/NAND/NOR	44	44	21.0
AND-OR/OR-AND	4	4	3.17
buffers and inverters	5	11	2.66
other	1	13	0.380
XOR/XNOR	12	12	10.6
flip-flops	30	30	60.8
adder cells (fa/ha/maj)	1	1	1.27
power by group through the flow:
stage,Clock (uW),Sequential (uW),Combinational (uW)
after CTS,447,575,6.22
after global routing,468,577,7.57
final,436,575,5.96
sequential cells by signal, indices dropped and copies added (netlist names):
signal	count
d1.Q	1
d2.Q	1
u1.counter	27
u1.slow_clk	1
layout by cell type, fill, tap and decap left out, drive strengths merged:
cell / synthesis / layout
a211o: 1 / 1
a311o: 1 / 1
and3: 1 / 1
buf: 1 / 1
bufinv: 0 / 1
clkbuf: 0 / 3
clkdlybuf4s50: 0 / 2
conb: 1 / 13
dfxtp: 30 / 30
ha: 1 / 1
inv: 4 / 4
nand2: 3 / 3
nand3: 5 / 5
nand4: 3 / 3
nor2: 19 / 19
nor2b: 2 / 2
nor3: 5 / 5
nor4: 6 / 6
o21a: 1 / 1
o21ai: 1 / 1
xnor2: 11 / 11
xor2: 1 / 1
cell type report:
class | instances | area, um^2 | area share, %
Timing Repair Buffer | 3 | 27.5 | 2.19
Inverter | 4 | 15.0 | 1.20
Clock inverter | 1 | 30.0 | 2.39
Multi-Input combinational cell | 74 | 405 | 32.3
Clock buffer | 3 | 41.3 | 3.29
Tap cell | 108 | 135 | 10.8
Sequential cell | 30 | 601 | 47.9
stage by stage:
step / utilization (%) / total power (uW) / worst slack (ps) / cells
6_report: 14.2 / 1020 / 315 / 223
2_1_floorplan: - / 590 / 497 / 109
5_1_grt: 14.2 / 1050 / 93.4 / 223
3_5_place_dp: 13.4 / 594 / 307 / 219
3_3_place_gp: 13.4 / 594 / 376 / 219
4_1_cts: 14.2 / 1030 / 301 / 223
critical path: stages (launching register included):
cell     delay, ps
dfxtp_1        380
ha_1           190
nand3_1        200
nand3_1        160
a311o_1        520
nor2_1         100
per-layer routing:
layer / wire length (um) / part of all wire [%] / global-route usage, % / up-vias
met4: 34 / 2.4 / 0.667 / 0
li1: - / - / - / 351
met5: 0 / 0 / 0 / -
met3: 38 / 2.7 / 0.471 / 2
met2: 541 / 39 / 3.30 / 4
met1: 783 / 56 / 3.13 / 273
Power is estimated from default activity; no workload was simulated.
